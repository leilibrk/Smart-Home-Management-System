### design/flow/design.v
`timescale 1 ns/1 ns
module MemoryUnit (
	input         arst ,  
	input         clk  ,  
	input         wren ,  
	input  [34:0] din  ,  
	output [34:0] dout    
);
	 register reg0(din[0],clk,arst,wren,dout[0]);
	 register reg1(din[1],clk,arst,wren,dout[1]);
	 register reg2(din[2],clk,arst,wren,dout[2]);
	 register reg3(din[3],clk,arst,wren,dout[3]);
	 register reg4(din[4],clk,arst,wren,dout[4]);
	 register reg5(din[5],clk,arst,wren,dout[5]);
	 register reg6(din[6],clk,arst,wren,dout[6]);
	 register reg7(din[7],clk,arst,wren,dout[7]);
	 register reg8(din[8],clk,arst,wren,dout[8]);
	 register reg9(din[9],clk,arst,wren,dout[9]);
	 register reg10(din[10],clk,arst,wren,dout[10]);
	 register reg11(din[11],clk,arst,wren,dout[11]);
	 register reg12(din[12],clk,arst,wren,dout[12]);
	 register reg13(din[13],clk,arst,wren,dout[13]);
	 register reg14(din[14],clk,arst,wren,dout[14]);
	 register reg15(din[15],clk,arst,wren,dout[15]);
	 register reg16(din[16],clk,arst,wren,dout[16]);
	register reg17(din[17] , clk , arst , wren , dout[17] ); 
	register reg18(din[18] , clk , arst , wren , dout[18] ); 
	register reg19(din[19] , clk , arst , wren , dout[19] );
	register reg20(din[20] , clk , arst , wren , dout[20] );
	register reg21(din[21] , clk , arst , wren , dout[21] ); 
	register reg22(din[22] , clk , arst , wren , dout[22] ); 
	register reg23(din[23] , clk , arst , wren , dout[23] ); 
	register reg24(din[24] , clk , arst , wren , dout[24] ); 
	register reg25(din[25] , clk , arst , wren , dout[25] ); 
	register reg26(din[26] , clk , arst , wren , dout[26] );
	register reg27(din[27] , clk , arst , wren , dout[27] ); 
	register reg28(din[28] , clk , arst , wren , dout[28] ); 
	register reg29(din[29] , clk , arst , wren , dout[29] ); 
	register reg30(din[30] , clk , arst , wren , dout[30] ); 
	register reg31(din[31] , clk , arst , wren , dout[31] ); 
	register reg32(din[32] , clk , arst , wren , dout[32] ); 
	register reg33(din[33] , clk , arst , wren , dout[33] ); 
	register reg34(din[34] , clk , arst , wren , dout[34] ); 
	endmodule
`timescale 1 ns/1 ns
module register(input D, input Clk,
input reset, input load, output reg Q);
		 always @(posedge Clk or negedge reset)
			 if (~reset)
				begin
				Q <= 1'b0;
				end else if (load)
				begin
				Q <= D;
				end
endmodule 
### design/flow/run.sh
#!/bin/bash
# OpenROAD 26Q1-2900-gdf79404cd8, Yosys 0.63+post, stock flow scripts
make -C /OpenROAD-flow-scripts/flow DESIGN_CONFIG=/design/flow/config.mk WORK_HOME=/design/flow/orfs finish
### design/flow/config.mk
export PLATFORM = sky130hd
export DESIGN_NAME = MemoryUnit
export DESIGN_NICKNAME = MemoryUnit
export VERILOG_FILES = /design/flow/design.v
export SDC_FILE = /design/flow/constraint.sdc
export NUM_CORES = 4
export LEC_CHECK = 1
export CORE_UTILIZATION = 30
### design/flow/constraint.sdc
current_design MemoryUnit

set clk_period 1.1
set clk_io_pct 0.2

create_clock -name clk0 -period $clk_period [get_ports {clk}]

set non_clock_inputs [all_inputs -no_clocks]
set_input_delay [expr $clk_period * $clk_io_pct] -clock clk0 $non_clock_inputs
set_output_delay [expr $clk_period * $clk_io_pct] -clock clk0 [all_outputs]
==> Changelog: implementation <==
## Implementation

- Final Cycle Share: 96.5%
- Largest net degree at the start of global routing: 36
- Leak pwr: 1.11 nW
- All-Layer GR Usage: 10.0%
- Minimum clock period: 1.06 ns
- TritonCTS clock tree: built
- Sum Neg Setup Slack: 0 ns
- Max-capacitance violation count: 0
- Total grt overflow: 0
- Core Region: between 5000 and 6000 µm²
- Worst setup EP type: primary output
- CP required: 0.88 ns
- Residual DRC: 0
- Mean number of vias per cell: roughly 3.8
- Clk_skew: 0 ns
- Clk buf depth: 2
- DP Area: 2240 µm²
- Yosys warns: 1
- GP Congestion: 0.834
- Buffers & Inverters on Critical Path: 1
- Worst Path Arrival: 0.84 ns
- Fp util: 31.2%
- Most numerous logic cells after layout: clkdlybuf4s50_1 (35), dfrtp_1 (35), mux2_4 (30)
- Clk ins delay skew pair: 0.28 ns
- Gate power share: 21.6%
- Diodes inserted: 0
- DIE HEIGHT: just under 80 µm
- CTS clk-pin slew, worst paths: approximately 0.060 ns
- Flops after synth: 35
- Post-route ant nets: 0
- Die Width: 77.6 µm
- Hold_ws: -0.112 ns
- Clock sink count: 35
- Sw Ratio: 20.5%
- DRT iter0 DRCs: 10
- Vias in the first global route: between 900 and 1000
- Fin area: approximately 2400 µm²
- Clock root buffer: clkbuf_8
- Cell-internal power: roughly 2.3 mW
- Fmax: 0.942 GHz
- DIE AREA: between 6000 and 7000 µm²
- Layout cell share with drive strength beyond 1: between 30 and 40%
- Status: finished, violations left
- Seq pwr share: roughly half
- Cells after DPL: 217
- Worst hold path class: in2async
- Max Slew Vio Count: 0
- Worst setup SP type: flop
- Area grow syn2layout: 38.8%
- Critical path class: reg2out
- CP peak stage delay: between 0.3 and 0.4 ns
- Synthesized instance count: 109
- Final Setup Violations: 0
- Synth Seq Share: approximately half
- Log Warnings: 27
- RSZ-0062 raised after global routing: no
- Failing checks: negative hold slack
- Ys cells: 109
- Cell Rows: 27
- Slew @ Worst Pin: 0.185 ns
- First-pass GRT wire length: 4670 µm
- Pwr Density: about 1200 nW/µm²
- Clock share of power: 27.8%
- First-pass DRT Iterations: 2
- Ports: 73
- H-tree levels: 2
- Initial antenna violation count: 0
- Mean area per synthesized cell: ~16 µm²
- Peak VDD IR: 532 µV
- Relative slew slack: 87.7%
- Critical-path cell list: clkdlybuf4s15_1
- Delay-heaviest family, CP: flip-flops
- Util after Layout: a little over two fifths
- Critical path peak fanout: 2
- DP Wirelength: 2010 µm
- Switch Pwr: between 0.6 and 0.7 mW
- Final Instance Count excl. Fillers: 236
- Crit. Startpoint: reg11.Q
- Mapped Area: 1720 µm²
- Synthesis area per yosys: 1720 µm²
- WL final: about 2800 µm
- Via count: 900
- WL/cell: between 10 and 15 µm
- Critical path's slowest cell: dfrtp_1
- Worst r2r src: reg9.Q
- CTS buffer count: 5
- Netlist cell types: 6
- Final Hold Violating Endpoints: 35
- I/O Buffers: between 70 and 80
[power groups by stage]
stage | clock (mW) | combinational, mW | sequential, mW
CTS | 0.861 | 0.632 | 1.49
global route | 0.915 | 0.687 | 1.50
finish | 0.817 | 0.635 | 1.49
[metrics by stage]
| stage | worst slack [ns] | hold WS, ns | total power [mW] |
|---|---|---|---|
| 6_report | 0.0389 | -0.112 | 2.94 |
| 5_1_grt | 0.000535 | -0.109 | 3.11 |
| 4_1_cts | 0.00540 | -0.106 | 2.98 |
| 3_5_place_dp | 0.0312 | 0.198 | 2.15 |
| 3_3_place_gp | 0.0326 | 0.190 | 2.15 |
| 2_1_floorplan | 0.196 | -0.0756 | 1.89 |
[worst register-to-register path, delay by kind of cell, from the launching register on]
family,cells,cell delay (ns)
buf+inv,2,0.25
flops,1,0.39
mux,1,0.25
[worst paths after layout]
path                       slack [ns]  cells after the start       end
max                              0.04                      1  dout[11]
min                             -0.11                      2   reg23.Q
max reg2reg                      0.10                      3    reg9.Q
min reg2reg                      0.51                      1   reg27.Q
max in group asynchronous        1.03                      2   reg15.Q
min in group clk0                0.44                      3   reg25.Q
[cell usage after synthesis (all sizes together)]
master	count	area, µm²
buf	39	334
dfrtp	35	876
mux2	35	507
[cell type report]
| class | count | area, µm² |
|---|---|---|
| clock buffers | 6 | 72.6 |
| fillers | 489 | 3120 |
| multi-input cells | 35 | 507 |
| flip-flops and latches | 35 | 876 |
| well taps | 72 | 90.1 |
| repair buffers | 88 | 838 |
[routing by layer]
metal  GRT usage [%]  vias to the layer above  share of wire, %
met5               0                        -                 0
met4            1.89                        0               2.4
met3            1.91                        5               4.9
met2            14.9                       31                47
met1            15.7                      430                46
li1                -                      434                 -
[logic make-up after synthesis]
logic type	count (synthesis)	synth area share [%]
buffers and inverters	39	19.5
DFF	35	51.0
muxes	35	29.5
[timing repair]
item / 4_1_cts / 5_1_grt
hold endpoints to repair: 35 / 35
setup endpoints to repair: 35 / 9
pin swaps: 0 / 0
gates resized: 70 / 6
buffers inserted: 8 / 5
No activity file was given, so power comes from the tool's default toggle rates.
