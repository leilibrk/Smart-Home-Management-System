[design/flow/constraint.sdc]
current_design comparator8

set clk_period 2.3
set clk_io_pct 0.2

create_clock -name clk0 -period $clk_period

set non_clock_inputs [all_inputs -no_clocks]
set_input_delay [expr $clk_period * $clk_io_pct] -clock clk0 $non_clock_inputs
set_output_delay [expr $clk_period * $clk_io_pct] -clock clk0 [all_outputs]
[design/flow/design.v]
`timescale 1 ns/1 ns
module comparator3 (
	input [2:0] A ,
	input [2:0] B ,
	input 		l ,
	input 		e ,
	input 		g ,
	output 		lt ,
	output 		et ,
	output 		gt 
);
wire c[23:0];
xnor
	g1(c[0],A[0],B[0]),
	g2(c[1],A[1],B[1]),
	g3(c[2],A[2],B[2]);
not
	g17(c[3],B[2]),
	g18(c[4],B[1]),
	g19(c[5],B[0]),
	g20(c[6],A[2]),
	g21(c[7],A[1]),
	g22(c[8],A[0]);
and
	g11(c[15],c[2],c[10]),
	g12(c[16],c[11],c[2],c[1]),
	g13(c[17],c[13],c[2]),
	g14(c[18],c[1],c[2],c[14]),
	g5(c[9],c[3],A[2]),
	g6(c[10],c[4],A[2]),
	g7(c[11],c[5],A[0]),
	g8(c[12],c[6],B[2]),
	g9(c[13],c[7],B[1]),
	g10(c[14],c[8],B[0]),
	g4(c[19],c[0],c[1],c[2]),
	g26(c[21],c[19],g),
	g27(c[23],c[19],l),
	g23(et,c[19],e);
or
	g15(c[20],c[15],c[16],c[9]),
	g16(c[22],c[18],c[17],c[12]),
	g24(gt,c[20],c[21]),
	g25(lt,c[22],c[23]);
endmodule 
module comparator8 (
	input [7:0] A ,
	input [7:0] B ,
	input 		l ,
	input 		e ,
	input 		g ,
	output 		lt ,
	output 		et ,
	output 		gt
);
	wire [5:0] w ; 
	wire [2:0] w2; 
	wire [2:0] w3; 
	assign w2[0] = A[6] ; 
	assign w2[1] = A[7] ; 
	assign w2[2] = 0 ; 
	assign w3[0] = B[6] ;
	assign w3[1] = B[7] ; 
	assign w3[2] = 0 ; 
	comparator3 cmp1(A[2:0],B[2:0],l,e,g,w[0],w[1],w[2]);
	comparator3 cmp2(A[5:3],B[5:3],w[0],w[1],w[2],w[3],w[4],w[5]);
	comparator3 cmp3(w2[2:0],w3[2:0],w[3],w[4],w[5],lt,et,gt);
endmodule
[design/flow/run.sh]
#!/bin/bash
# OpenROAD 26Q1-2900-gdf79404cd8, Yosys 0.63+post, stock flow scripts
make -C /OpenROAD-flow-scripts/flow DESIGN_CONFIG=/design/flow/config.mk WORK_HOME=/design/flow/orfs finish
[design/flow/config.mk]
export PLATFORM = sky130hd
export DESIGN_NAME = comparator8
export DESIGN_NICKNAME = comparator8
export VERILOG_FILES = /design/flow/design.v
export SDC_FILE = /design/flow/constraint.sdc
export NUM_CORES = 4
export LEC_CHECK = 1
export CORE_AREA = 10 10 70 70
export DIE_AREA = 0 0 80 80
==> impl_metrics.toml <==
# synthesis and place-and-route metrics
[final_timing]
rsz0062_at_grt = "false"
fin_crit_ns = 2.208
report.final.setup_viol = 0
tightest_slew_ns = 0.3133
slew_headroom = 0.7911
fmaxAchievable_mhz = 452.9
final-hold-violation-count = 0
timing_max_transition_violations_final = 0
setup_tns_ns = 0
post-route-period-util = 0.9600
hold_slack_final_ns = 1.490

[global_routing]
via_count_of_the_first_global_routing_pass = 465
wire_length_of_the_first_global_routing_pass_um = 1938
grt_overflow_total = 0
global_route.usage.total = 0.03648
initial_antenna_violation_count = 0
grt_start_max_net_pins = 5

[floorplanning]
chipArea_um2 = 6400
die_height_um = 80
fp_util = 0.1011
core_area_um2 = 3416
row_count = 21
top_level_ports = 22
die_w_um = 80

[worst_setup_path]
worstSetupPathType = "in -> out"
cp_data_required_time_ns = 1.84
start_kind = "input pin"
cp_data_arrival_time_ns = 1.75
cp-end-kind = "primary output"
timing.critical_path.fanout_max = 4

[yosys]
yosysUniqueCellTypes = 15
yosysWarnings = 1
syn_area_um2 = 345.3
area_reported_by_yosys_stat_um2 = 345.3
post_synth_inst_count = 47
ys_cells = 47
postSynthAreaPerCell_um2 = 7.347
synth_sequential_area_ratio = 0

[detailed_routing]
detail_route.wl_per_cell_um = 10.32
antennaDiodeCount = 0
drt_iter0_drc = 9
drtAntennaViolNets = 0
vias = 424
detail_route.vias_per_cell = 3.447
drtPass1Iterations = 2
detail_route.drc_violations = 0
wirelength_um = 1269

[cells_and_area]
sequential_cell_area_um2 = 0
layout_cell_area_excl_fill_um2 = 792.0
synth_to_final_area_change_pct = 129.3
clock_buffers = 0
numSequentialCells = 0
post_route_cells_drive_above_1_share = 0.3506

[power_and_ir_drop]
internal_power_w = 0.00007859
combPwrFrac = 1.000
pwr_density_cell_nw_per_um2 = 167.2
p_leak_nw = 0.3916
ir_drop_uv = 58.93
net_load_switching_power_w = 0.00005387
clockPowerShare = 0
power.share.switching = 0.4067
share_seq_of_total_power = 0

[run_status]
outcome = "finished, final reports clean"

[clocking]
number_of_hold_repair_buffers_added_at_the_cts_stage = 0
cts_setup_buffers = 0

[worst_hold_path]
class_of_the_most_critical_hold_timing_path = "in -> out"
hp-start = "A[6]"
min_to = "lt"
worstHoldPathCells = 6

[placement]
finalWeightedCongestion = 0.7706
dpl_cell_area_um2 = 683.2
place.port_buffers = 22
hpwlAfterDp_um = 1075

[job]
cap_viol_max_count = 0
stage_log_warnings = 37
==> metal layers <==
| metal | part of all wire | wire (µm) | GRT usage | up-vias |
|---|---|---|---|---|
| met1 | 0.49 | 620 | 0.04548 | 189 |
| met3 | 0.050 | 64 | 0.009091 | 0 |
| met4 | 0 | 0 | 0.001761 | 0 |
| met5 | 0 | 0 | 0 | - |
| li1 | - | - | - | 223 |
| met2 | 0.46 | 584 | 0.06421 | 12 |
==> cell families (layout without fill, tap and decap cells) <==
logic type | Yosys count | after routing | share of synthesized area
fa+ha+maj | 13 | 13 | 0.4710
buf+inv | 13 | 43 | 0.1413
compound gates | 12 | 12 | 0.2536
simple gates | 9 | 9 | 0.1340
==> synth_stat cells <==
cell / n / share of area
sky130_fd_sc_hd__and3_4: 1 / 0.033
sky130_fd_sc_hd__a21oi_1: 4 / 0.058
sky130_fd_sc_hd__ha_1: 13 / 0.47
sky130_fd_sc_hd__o2111ai_1: 1 / 0.025
sky130_fd_sc_hd__nand2_1: 4 / 0.043
sky130_fd_sc_hd__a2bb2oi_1: 1 / 0.025
sky130_fd_sc_hd__nor2_1: 1 / 0.011
sky130_fd_sc_hd__o21ai_0: 2 / 0.029
sky130_fd_sc_hd__o2bb2ai_1: 1 / 0.025
sky130_fd_sc_hd__a211o_1: 1 / 0.025
sky130_fd_sc_hd__and3_1: 1 / 0.018
sky130_fd_sc_hd__inv_1: 13 / 0.14
sky130_fd_sc_hd__nand3_1: 2 / 0.029
sky130_fd_sc_hd__a221oi_2: 1 / 0.043
sky130_fd_sc_hd__o211ai_1: 1 / 0.022
==> area by class of cell <==
| class | count | area, µm² |
|---|---|---|
| Fill cell | 366 | 2624 |
| Inverter | 13 | 48.80 |
| Multi-Input combinational cell | 34 | 415.4 |
| Tap cell | 46 | 57.56 |
| Timing Repair Buffer | 30 | 270.3 |
==> metrics by stage <==
stage	instances	power (W)	setup slack, ns	utilization
2_1_floorplan	47	0.00004349	0.5426	-
3_3_place_gp	123	0.0001090	-0.5338	0.2000
3_5_place_dp	123	0.0001100	-0.4736	0.2000
4_1_cts	123	0.0001307	0.004688	0.2253
5_1_grt	123	0.0001469	0.005695	0.2319
6_report	123	0.0001325	0.09189	0.2319
==> worst max path at each step <==
stage | start | end | slack [ns]
after CTS | A[4] | et | 0.005
after global routing | B[3] | lt | 0.006
final | B[6] | gt | 0.09
==> power groups by stage <==
stage     Clock, W  Combinational, W  Sequential (W)
5_1_grt          0          0.000147               0
4_1_cts          0          0.000131               0
6_report         0          0.000132               0
==> worst max-delay path, cell delays in order <==
cell and delay (ns):
sky130_fd_sc_hd__clkdlybuf4s50_1 0.47, sky130_fd_sc_hd__ha_4 0.33, sky130_fd_sc_hd__nand2_1 0.07, sky130_fd_sc_hd__o21ai_2 0.19
sky130_fd_sc_hd__o2bb2ai_4 0.13, sky130_fd_sc_hd__buf_2 0.10
==> placed cells by master (no fill, tap or decap), types with 2 or more instances in the layout <==
master	count
sky130_fd_sc_hd__dlygate4sd2_1	8
sky130_fd_sc_hd__ha_4	6
sky130_fd_sc_hd__and3_4	2
sky130_fd_sc_hd__nand2_1	4
sky130_fd_sc_hd__buf_4	8
sky130_fd_sc_hd__clkdlybuf4s50_1	7
sky130_fd_sc_hd__a21oi_1	3
sky130_fd_sc_hd__ha_1	7
sky130_fd_sc_hd__dlymetal6s2s_1	4
sky130_fd_sc_hd__inv_1	9
sky130_fd_sc_hd__inv_2	4
sky130_fd_sc_hd__buf_2	2
==> what timing repair did <==
item,4_1_cts,5_1_grt
endpoints found under the hold margin,0,0
endpoints found under the setup margin,3,3
pin swaps,5,6
gates cloned,0,0
resized,33,5
Power and IR drop assume default switching activity.
