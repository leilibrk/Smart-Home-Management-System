==> flow/design.v <==
`timescale 1 ns/1 ns
module AdderSubtractor32x32 (
	input  [31:0] A    ,  
	input  [31:0] B    ,  
	input         sel  ,  
	output [31:0] S       
);
	wire [31:0] w;
	add_sub g1(A[0],B[0],sel,sel,S[0],w[0]);
	add_sub g2(A[1],B[1],w[0],sel,S[1],w[1]);
	add_sub g3(A[2],B[2],w[1],sel,S[2],w[2]);
	add_sub g4(A[3],B[3],w[2],sel,S[3],w[3]);
	add_sub g5(A[4],B[4],w[3],sel,S[4],w[4]);
	add_sub g6(A[5],B[5],w[4],sel,S[5],w[5]);
	add_sub g7(A[6],B[6],w[5],sel,S[6],w[6]);
	add_sub g8(A[7],B[7],w[6],sel,S[7],w[7]);
	add_sub g9(A[8],B[8],w[7],sel,S[8],w[8]);
	add_sub g10(A[9],B[9],w[8],sel,S[9],w[9]);
	add_sub g11(A[10],B[10],w[9],sel,S[10],w[10]);
	add_sub g12(A[11],B[11],w[10],sel,S[11],w[11]);
	add_sub g13(A[12],B[12],w[11],sel,S[12],w[12]);
	add_sub g14(A[13],B[13],w[12],sel,S[13],w[13]);
	add_sub g15(A[14],B[14],w[13],sel,S[14],w[14]);
	add_sub g16(A[15],B[15],w[14],sel,S[15],w[15]);
	add_sub g17(A[16],B[16],w[15],sel,S[16],w[16]);
	add_sub g18(A[17],B[17],w[16],sel,S[17],w[17]);
	add_sub g19(A[18],B[18],w[17],sel,S[18],w[18]);
	add_sub g20(A[19],B[19],w[18],sel,S[19],w[19]);
	add_sub g21(A[20],B[20],w[19],sel,S[20],w[20]);
	add_sub g22(A[21],B[21],w[20],sel,S[21],w[21]);
	add_sub g23(A[22],B[22],w[21],sel,S[22],w[22]);
	add_sub g24(A[23],B[23],w[22],sel,S[23],w[23]);
	add_sub g25(A[24],B[24],w[23],sel,S[24],w[24]);
	add_sub g26(A[25],B[25],w[24],sel,S[25],w[25]);
	add_sub g27(A[26],B[26],w[25],sel,S[26],w[26]);
	add_sub g28(A[27],B[27],w[26],sel,S[27],w[27]);
	add_sub g29(A[28],B[28],w[27],sel,S[28],w[28]);
	add_sub g30(A[29],B[29],w[28],sel,S[29],w[29]);
	add_sub g31(A[30],B[30],w[29],sel,S[30],w[30]);
	add_sub g32(A[31],B[31],w[30],sel,S[31],w[31]);
endmodule
`timescale 1 ns/1 ns
module Multiplier16x16 (
	input  [15:0] A ,  
	input  [15:0] B ,  
	output [31:0] P    
);
	assign P = A * B ; 
endmodule
`timescale 1 ns/1 ns
module Multiplier8x8 (
	input  [ 7:0] A ,  
	input  [ 7:0] B ,  
	output [15:0] P    
);
	assign P = A * B ; 
endmodule
`timescale 1 ns/1 ns 
module TemperatureCalculator (
	input  [31:0] tc_base  ,  
	input  [ 7:0] tc_ref   ,  
	input  [15:0] adc_data ,  
	output [31:0] tempc       
);
	wire [15:0] p1;
	wire [31:0] p2;
	wire [15:0] data;
	wire sel,zero;
	assign zero=0;
	assign sel=adc_data[15];
	assign data={zero,adc_data[14:0]};
	Multiplier8x8 mult1(tc_ref,tc_ref,p1);
	Multiplier16x16 mult2(p1,data,p2);
	AdderSubtractor32x32 addSub(tc_base,p2>>6,sel,tempc);
endmodule
`timescale 1 ns/1 ns
module full_adder (
	input a ,
	input b ,
	input ci ,
	output s ,
	output co
);
wire [2:0] w;
	xor  
				x1(w[0],a,b),
				x2(s,w[0],ci);
	and 
				a1(w[1],a,b),
				a2(w[2],w[0],ci);
	or       r1(co,w[2],w[1]);		
endmodule
module add_sub (
	input a ,
	input b ,
	input cin ,
	input sel ,
	output sum ,
	output cout
);
	wire w;
	xor r1(w,b,sel);
	full_adder fa(a,w,cin,sum,cout);
endmodule
==> flow/run.sh <==
#!/bin/bash
# OpenROAD 26Q1-2900-gdf79404cd8, Yosys 0.63+post, stock flow scripts
make -C /OpenROAD-flow-scripts/flow DESIGN_CONFIG=/design/flow/config.mk WORK_HOME=/design/flow/orfs finish
==> flow/config.mk <==
export PLATFORM = sky130hd
export DESIGN_NAME = TemperatureCalculator
export DESIGN_NICKNAME = TemperatureCalculator
export VERILOG_FILES = /design/flow/design.v
export SDC_FILE = /design/flow/constraint.sdc
export NUM_CORES = 4
export LEC_CHECK = 1
export CORE_UTILIZATION = 40
==> flow/constraint.sdc <==
current_design TemperatureCalculator

set clk_period 51.6
set clk_io_pct 0.2

create_clock -name clk0 -period $clk_period

set non_clock_inputs [all_inputs -no_clocks]
set_input_delay [expr $clk_period * $clk_io_pct] -clock clk0 $non_clock_inputs
set_output_delay [expr $clk_period * $clk_io_pct] -clock clk0 [all_outputs]
==> design notes <==
Per the layout area report, the register area comes to 0 um^2. The number of input and output port buffers inserted was 88; the total routing resource utilization after global routing was 17.3%. The most area-hungry cell type in the Yosys netlist was sky130_fd_sc_hd__fa_1. At the placement stage, the worst setup path has a slack of 11.63 ns. The most common cell in the synthesized netlist is sky130_fd_sc_hd__inv_1. Per the final timing report, the hold violations number 0. The run gives 58 for the number of standard-cell rows in the floorplan. The final route contains 7500 vias. From synthesis to final layout, the design area changed by 9.80%. Entering global routing, the biggest net connects 33 pins. The first global-routing pass estimated 35800 um of wire.

The routed wirelength normalized by instance count is 12.9 um, and the clock period minus final worst setup slack is 39.82 ns. The slowest stage of the critical path is the sky130_fd_sc_hd__clkdlybuf4s50_1 cell.

The chip occupies 0.0268 mm^2. In this run, distinct cell masters in the synthesized netlist total 53. The logs give 17000 um for the placed wire-length estimate after detailed placement and 0 for the residual overflow from global routing.

The core region is 0.0254 mm^2. With the share of the yosys chip area belonging to registers at 0%, the die outline width is 164 um. Highest net fanout along the worst path: 21.

After detailed routing, the met3 layer carries 1050 um of wire. The logs give 0 for the post-cts repair resize count and 0 for the layout clock buffer count. The first detailed-routing pass ran for 4 iterations. The mean number of vias per cell was 4.81. With the remaining routing DRC violations at 0, the data arrival time of the critical path is 29.50 ns. The endpoint kind of the worst setup timing path is an output port.

For reference, the post-synthesis area per instance comes to 8.74 um^2. The most critical setup path has its endpoint at tempc[31]. The stage delay of the slowest cell on the critical path was 0.95 ns; the setup TNS was 0 ns. The design has 0 sequential cells.

Max-slew check failures listed in the final report amount to 0. The flow ran to the end, and the final reports show no timing, DRC or antenna violations. The instance count of the mapped netlist came out at 1196. Cells with a size suffix above 1 make up 2.52% of the layout. The worst setup path is of the in -> out kind. Once detail routing completed, the nets flagged for antenna violations numbered 0.

The logs give 0 for the number of endpoints failing setup at the final stage and 8570 um for the met1 layer wirelength in the final routing. In this build the clock could be raised as far as 25.1 MHz. Ranked by instance count, the synthesized netlist is headed by 290 x sky130_fd_sc_hd__inv_1, 218 x sky130_fd_sc_hd__fa_1, 145 x sky130_fd_sc_hd__and2_1, 128 x sky130_fd_sc_hd__ha_1, 109 x sky130_fd_sc_hd__nand2_1. After synthesis, the cell types taking the most area are sky130_fd_sc_hd__fa_1 42%, sky130_fd_sc_hd__ha_1 15%, sky130_fd_sc_hd__inv_1 10%.

The total number of warnings across the stage logs is 37, and the number of filler cells placed in the layout is 2519. For reference, the critical path is launched at tc_ref[0]. The Yosys step of the flow raised 0 warnings. The worst setup path is launched from an input port.

The post-detailed-routing wire length came out at 20200 um. Per the detail_route report, inserted antenna diodes total 0. The kind of path behind the tightest hold check is in -> out. For this design the top-level I/O count stands at 88.

The final cycle utilization of the critical path was 77.2%; the floorplan core density was 41.1%. The most prevalent standard cell on the critical path is sky130_fd_sc_hd__fa_1. The report counts max-capacitance violations totalling 0. The detailed router used layers up to and including met4. Buffers added to address setup during post-CTS repair amount to 0.

Summed over all nets, wire length on met2 after detailed routing comes to 10500 um. The yosys synthesis chip area is 0.0105 mm^2, and the initial antenna violation count is 0. Hold repair after CTS inserted 0 buffers.

The logs give 41.28 ns for the endpoint required time on the critical path and 265 for the violation count after the first detailed-route iteration. The worst hold path passes through 3 cells. At the end of routability-driven placement, the weighted congestion stood at 0.887. The worst max-slew margin expressed relative to the limit was 50.0%. For the total standard cell area after synthesis, the log shows 0.0105 mm^2.

Setup repair after global routing left no endpoint under its margin. The synthesized netlist was found by Yosys to have 1196 cells.

Top-area cell type share of the netlist area: 41.8%. The run gives 7681 for the via count of the first global-routing pass. Setup slack closes at 11.78 ns.

The die is 164 um tall. The slew at the pin closest to its max-slew limit is 0.747 ns.
final cells by class:
cell class	instances	area, um^2	share of cell area (%)
timing repair buffer	106	1010	8.81
multi-input combinational	832	8960	78.1
tap	330	413	3.60
inverter	290	1090	9.49
per-layer routing:
layer | vias up | global-route usage (%)
met5 | - | 0
met4 | 0 | 0.589
met3 | 6 | 3.26
met2 | 151 | 29.1
met1 | 3744 | 25.6
li1 | 3599 | -
critical path: cells and delay by family:
kind / cells / cell delay [ns]
adders and majority gates: 42 / 15.46
xor gates and xnor gates: 6 / 0.81
and+or+nand+nor: 2 / 0.46
buffers and inverters: 9 / 1.91
AOI/OAI and AO/OA: 3 / 0.49
worst min path at each step:
stage	startpoint	end	slack, ns
after CTS	tc_base[0]	tempc[0]	21.60
after global routing	adc_data[15]	tempc[31]	21.65
final	tc_base[0]	tempc[0]	21.59
cell families (layout without fill, tap and decap cells):
logic type,count (synthesis),after routing,synth area share (%)
xor gates and xnor gates,72,72,6.03
and+or+nand+nor,316,316,16.1
buffers and inverters,364,396,14.2
AOI/OAI and AO/OA,95,95,6.29
muxes,3,3,0.299
adders and majority gates,346,346,57.1
per-stage QoR:
step                cell area, um^2  hold WS, ns  instances  util [%]
finish                        11500        21.59       1558      45.2
global route                  11500        21.65       1558      45.2
CTS                           11500        21.60       1558      45.2
detailed placement            11500        21.60       1558      45.2
global placement              11500        21.60       1558      45.2
floorplan                     10500        20.80       1196         -
layout by cell type (no fill, tap or decap), types with 9 or more instances in the layout:
| cell | n |
|---|---|
| sky130_fd_sc_hd__a21o_1 | 10 |
| sky130_fd_sc_hd__a21oi_1 | 33 |
| sky130_fd_sc_hd__and2_1 | 145 |
| sky130_fd_sc_hd__buf_4 | 18 |
| sky130_fd_sc_hd__clkdlybuf4s50_1 | 87 |
| sky130_fd_sc_hd__fa_1 | 218 |
| sky130_fd_sc_hd__ha_1 | 128 |
| sky130_fd_sc_hd__inv_1 | 290 |
| sky130_fd_sc_hd__nand2_1 | 109 |
| sky130_fd_sc_hd__nand3_1 | 9 |
| sky130_fd_sc_hd__nor2_1 | 11 |
| sky130_fd_sc_hd__nor2b_1 | 17 |
| sky130_fd_sc_hd__o21ai_0 | 13 |
| sky130_fd_sc_hd__xnor2_1 | 57 |
| sky130_fd_sc_hd__xor2_1 | 15 |
